## design/flow/config.mk

```make
export PLATFORM = sky130hd
export DESIGN_NAME = lfsr2
export DESIGN_NICKNAME = lfsr2
export VERILOG_FILES = /design/flow/design.v
export SDC_FILE = /design/flow/constraint.sdc
export NUM_CORES = 4
export LEC_CHECK = 1
export CORE_AREA = 10 10 104 104
export DIE_AREA = 0 0 114 114
```

## design/flow/constraint.sdc

```tcl
current_design lfsr2

set clk_period 1.4
set clk_io_pct 0.2

create_clock -name clk0 -period $clk_period [get_ports {clk}]

set non_clock_inputs [all_inputs -no_clocks]
set_input_delay [expr $clk_period * $clk_io_pct] -clock clk0 $non_clock_inputs
set_output_delay [expr $clk_period * $clk_io_pct] -clock clk0 [all_outputs]
```

## design/flow/design.v

```verilog
`timescale 1ns / 1ps
module lfsr2    (
data            ,   
clk             ,   
reset               
);
input  clk, reset;
output reg [31:0] data;
wire  linear_feedback;
assign linear_feedback = !(data[31] ^ data[21] ^ data[1] ^ data[0]);
always @(posedge clk)
if (reset) begin  
  data <= 32'd101001011 ;
end else  
  data <= {data[30],data[29],data[28],data[27],data[26],data[25],data[24],data[23],
          data[22],data[21],data[20],data[19],data[18],data[17],data[16],data[15],data[14],
          data[13],data[12],data[11],data[10],data[9] ,data[8],data[7],data[6],data[5],
			 data[4],data[3],data[2],data[1],data[0],linear_feedback};
endmodule
```

## design/flow/run.sh

```bash
#!/bin/bash
# OpenROAD 26Q1-2900-gdf79404cd8, Yosys 0.63+post, stock flow scripts
make -C /OpenROAD-flow-scripts/flow DESIGN_CONFIG=/design/flow/config.mk WORK_HOME=/design/flow/orfs finish
```

==> impl_metrics.tcl <==
# implementation run metrics
set metrics [dict create \
    worstSetupPathType "reg2out" \
    cpPeakStageDelay_ns 0.48 \
    postRouteAntennaNets 0 \
    crit_fanout 2 \
    ys.warnings.count 1 \
    p_leak_nw 0.674 \
    finalClockPeriodUsage 0.966 \
    reg2reg_slack_ns 0.46 \
    wl_per_cell_um 10.5 \
    drt_first_iter_violations 9 \
    top_register "data" \
    drive_gt1_frac 0.319 \
    grt_max_degree 33 \
    dieArea_um2 13000 \
    ys_seq_share 0.726 \
    ys_types 7 \
    cpLargestDelayFamily "buffers and inverters" \
    synthTopCellsByArea "dfxtp_1, nor2b_1, or2_1" \
    syn_area_per_cell_um2 12.6 \
    log.warning_count 25 \
    io_pins 34 \
    areaGrowthSynthToFinish_pct 74.5 \
    synth-area-yosys_um2 882 \
    top_usage_layer "met2" \
    r2r-start "data[0]" \
    use_met3 0.0186 \
    die_width_um 114 \
    clock_skew_ns 0.00376 \
    grt_pass1_wl_um 3710 \
    top_area_cell "dfxtp_1" \
    r2r_end "data[0]" \
    cp_cell_sequence "clkdlybuf4s50_1" \
    fp_util 0.102 \
    slowest_stage "clkdlybuf4s50_1" \
    post_drt_via_cell_ratio 2.61 \
    syn_inst 70 \
    cp_num_buf_inv 1 \
    post-place-ws_ns 0.132 \
    synth-seq-cells 32 \
    cts_sinks 32 \
    slew_headroom 0.879 \
    grtUsageMet2 0.0547 \
    cp_data_arrival_time_ns 1.07 \
    p_total_mw 2.02 \
    grt_overflow 0 \
    peakVddDrop_mv 0.550 \
    biggestRegsByFlops "data x32" \
    std_cell_rows 34 \
    maxSlewViolCount 0 \
    diodes 0 \
    max_freq_ghz 0.739 \
    top_cell_area_share 0.726 \
    p_per_area_nw_per_um2 1310 \
    htree_levels 2 \
    gp_congestion 0.670 \
    grt_pass1_vias 628 \
    clock_latency_ns 0.28 \
    hold_violations 0 \
    numCtsBuffers 5 \
    drt_wl_total_um 2320 \
    status "finished clean" \
    cap_violations 0 \
    logic_area_um2 226 \
    finalSetupViolations 0 \
    cts_tree "built" \
    cp.required_ns 1.12 \
    dp_hpwl_um 1670 \
    vias 577 \
    flop_area_um2 671 \
    crit_path_start_kind "flip-flop" \
    rsz0062_at_grt "false" \
    whs_path_depth 1 \
    syn-cell-area_um2 882 \
    cts_root_buffer "clkbuf_8" \
    antenna_found_initial 0 \
    worst_pin_slew_ns 0.180 \
    hold_path_startpoint "data[8]" \
    tns_ns 0 \
    fp.dieH_um 114 \
    hold_end "data[9]" \
    grtUsageTotal 0.0371 \
    finalCoreUtilization 0.177 \
    nFillCells 983 \
    io_buffers 33 \
    largest_reg_flops 32 \
    path_clk_slew_ns 0.06 \
    setup_ws_ns 0.0470 \
    reg2regPathDepth 4 \
    ys_cells 70 \
    clockBufferDepth 2 \
    grt.met1_usage 0.0489 \
    end_kind "primary output" \
    dr.pass1.iters 4 \
    drc_errors 0 \
    min_period_ns 1.35 \
    hp-class "reg2reg" \
    core_area_um2 8680 \
]
## routing by layer
layer,part of all wire,vias to the layer above
li1,-,291
met1,0.46,263
met2,0.45,21
met3,0.088,2
met4,0.0030,0
met5,0,-
## stage by stage
step,cells,hold WS [ns],instance area [um2]
2_1_floorplan,70,0.352,882
3_3_place_gp,209,0.418,1350
3_5_place_dp,209,0.417,1350
4_1_cts,218,0.427,1470
5_1_grt,221,0.447,1540
6_report,221,0.423,1540
## power by group
| part | leakage (nW) | internal [mW] | switching [mW] | total, mW |
|---|---|---|---|---|
| Sequential | 0.268 | 0.971 | 0.0243 | 0.996 |
| Clock | 0.0552 | 0.528 | 0.329 | 0.857 |
| Combinational | 0.351 | 0.122 | 0.0448 | 0.167 |
| Total | 0.674 | 1.62 | 0.398 | 2.02 |
## layout make-up
cell class                      instances  share of cell area
Tap cell                              108              0.0878
Sequential cell                        32               0.436
Multi-Input combinational cell         35               0.147
Clock buffer                            6              0.0472
Clock inverter                          2              0.0228
Timing Repair Buffer                   38               0.259
## Yosys cell counts
library cell / count
nor2b_1: 20
or2_1: 11
xnor2_1: 2
xor2_1: 1
buf_2: 3
nand2b_1: 1
dfxtp_1: 32
## how the worst max path moves through the flow
stage                 startpoint  endpoint  slack [ns]  cells past startpoint
after CTS                data[0]   data[0]       0.003                      1
after global routing     data[1]   data[1]      0.0004                      1
final                    data[3]   data[3]        0.05                      1
## worst register-to-register path: stages, from the launching register on
cell,delay (ns)
dfxtp_2,0.32
buf_4,0.13
xor2_1,0.16
xnor2_1,0.16
nand2b_1,0.07
## cell families after synthesis
| logic type | synth area share |
|---|---|
| xor gates and xnor gates | 0.0298 |
| buffers and inverters | 0.0170 |
| DFF | 0.726 |
| and+or+nand+nor | 0.227 |
## layout by cell type, fill, tap and decap left out, drive strengths merged
master	count
dlymetal6s2s	10
nor2b	20
nand2b	1
or2	11
xnor2	2
clkbuf	6
buf	5
bufinv	1
clkinv	1
clkdlybuf4s50	18
dlygate4sd2	5
dfxtp	32
xor2	1
## timing repair
action	4_1_cts	5_1_grt
hold buffers	0	0
endpoints found under the setup margin	10	22
resized	12	27
buffers inserted	1	3
Power and IR drop assume default switching activity.
