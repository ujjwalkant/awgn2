[design/flow/run.sh]
#!/bin/bash
# OpenROAD 26Q1-2900-gdf79404cd8, Yosys 0.63+post, stock flow scripts
make -C /OpenROAD-flow-scripts/flow DESIGN_CONFIG=/design/flow/config.mk WORK_HOME=/design/flow/orfs finish
[design/flow/config.mk]
export PLATFORM = sky130hd
export DESIGN_NAME = LOG
export DESIGN_NICKNAME = LOG
export VERILOG_FILES = /design/flow/design.v
export SDC_FILE = /design/flow/constraint.sdc
export NUM_CORES = 4
export LEC_CHECK = 1
export CORE_AREA = 10 10 95 95
export DIE_AREA = 0 0 105 105
[design/flow/constraint.sdc]
current_design LOG

set clk_period 12.4
set clk_io_pct 0.2

create_clock -name clk0 -period $clk_period

set non_clock_inputs [all_inputs -no_clocks]
set_input_delay [expr $clk_period * $clk_io_pct] -clock clk0 $non_clock_inputs
set_output_delay [expr $clk_period * $clk_io_pct] -clock clk0 [all_outputs]
[design/flow/design.v]
`timescale 1ns / 1ps
module p_encoder8to3(outp,eout,inp,ein
);
input [7:0] inp;
input ein;
output [2:0] outp;
output eout;
assign outp[0]=ein & (inp[3] | inp[2] | inp[1] | inp[0]);
assign outp[1]=ein & ((inp[5] & (~inp[3]) & (~inp[2])) | (inp[4] & (~inp[3]) & (~inp[2])) |inp[1] | inp[0]);
assign outp[2]=ein & ((inp[6] & ~inp[5] & ~inp[3] & ~inp[1]) | (inp[4] & ~inp[3] & ~inp[1]) | (inp[2] & ~inp[1]) | inp[0] );
assign eout=ein & ~inp[0] & ~inp[1] & ~inp[2] & ~inp[3] & ~inp[4] & ~inp[5] & ~inp[6] & ~inp[7];
endmodule
module p_encoder48to6(outpt,inpt);
input [47:0] inpt;
output [5:0] outpt;
wire [2:0] peo1,peo2,peo3,peo4,peo5,peo6;
wire eout1,eout2,eout3,eout4,eout5,eout6;
assign eout6=1;
p_encoder8to3 pe1 (peo1,,inpt[47:40],eout1);
p_encoder8to3 pe2 (peo2,eout1,inpt[39:32],eout2);
p_encoder8to3 pe3 (peo3,eout2,inpt[31:24],eout3);
p_encoder8to3 pe4 (peo4,eout3,inpt[23:16],eout4);
p_encoder8to3 pe5 (peo5,eout4,inpt[15:8],eout5);
p_encoder8to3 pe6 (peo6,eout5,inpt[7:0],eout6);
assign outpt[5]=peo1[2] | peo2[2] | peo3[2] | peo4[2] | peo5[2] | peo6[2];
assign outpt[4]=peo1[1] | peo2[1] | peo3[1] | peo4[1] | peo5[1] | peo6[1];
assign outpt[3]=peo1[0] | peo2[0] | peo3[0] | peo4[0] | peo5[0] | peo6[0];
assign outpt[2]= (~eout1) & ~(eout2 ^ eout3);
assign outpt[1]= (~eout1) & ~(eout2 ^ eout3);
assign outpt[0]= (~eout1) & (~eout2);
endmodule
module LOG(outlog,inlog
);
input [47:0] inlog;
output [7:0] outlog;
wire [5:0] outpet;
p_encoder48to6 pe48(outpet,inlog);
assign outlog=44-7*outpet/5;
endmodule
==> impl_metrics.py <==
# Synthesis and PnR figures
metrics = {
    "final_timing": {
        "setup_ws_ns": -1.55,
        "rsz0062_at_grt": "true",
        "finalSetupViolCount": 8,
        "worst_pin_slew_ns": 0.594,
        "timing.fmax_mhz": 71.7,
        "slew-limit-headroom_pct": 60.4,
        "slew_viol_final": 0,
        "finalCritPeriodShare_pct": 113,
        "hold_violations": 0,
        "period_needed_ns": 13.95,
        "setup-tns-final_ns": -9.68,
    },
    "status": {
        "status": "finished, violations left",
        "violations": "negative setup slack",
    },
    "drt": {
        "num_antenna_cells": 0,
        "detail-route-antenna-nets": 0,
        "routed_wl_um": 13900,
        "vias": 4630,
        "firstDrtPassIters": 5,
        "drc": 0,
        "wl_per_cell_um": 17.4,
        "via_per_inst": 5.77,
        "initialDrtViolationCount": 235,
    },
    "placed_design": {
        "place_area_mm2": 0.00527,
        "portBuffers": 55,
        "gp_congestion": 0.942,
        "dp_hpwl_um": 9300,
    },
    "layout": {
        "nClkBuffers": 0,
        "logic_area_mm2": 0.00332,
        "regArea_um2": 0,
        "ff_count": 0,
        "n_fill_cell": 385,
        "stdcell_area_mm2": 0.00580,
        "area_growth_syn_to_layout_pct": 96.0,
        "drive_gt1_share_pct": 51.6,
    },
    "pwr": {
        "cellLeakagePower_uw": 0.00262,
        "p_total_uw": 1040,
        "power_density_mw_per_mm2": 180,
        "ir_worst_vdd_v": 0.000182,
    },
    "floorplan": {
        "fp.dieArea_mm2": 0.0110,
        "rows": 30,
        "coreArea_mm2": 0.00691,
        "die_x_um": 105,
        "io_pins": 56,
        "fp_util_pct": 42.8,
        "die_y_um": 105,
    },
    "worst_setup_path": {
        "start_kind": "input port",
        "end_kind": "output port",
        "slowest_stage": "or4_4",
        "crit_top_cell": "nor3_4",
        "crit_fanout": 6,
        "critPathArrivalTime_ns": 11.47,
        "required_ns": 9.92,
        "crit_type": "input port to output port",
        "critPathMaxStageDelay_ns": 0.58,
    },
    "run": {
        "max-cap-violations": 0,
        "warning_count": 47,
    },
    "global_routing": {
        "grt_usage_pct": 20.9,
        "grt_pass1_wl_um": 20300,
        "antenna_found_initial": 0,
        "grt_pass1_vias": 4266,
        "grt_max_degree": 20,
        "overflow": 0,
    },
    "logic_synthesis": {
        "netlist_instances": 436,
        "ys_chip_area_mm2": 0.00296,
        "ys_types": 87,
        "synth-warning-count": 0,
        "ys_seq_share_pct": 0,
        "synth.avg_cell_area_um2": 6.79,
        "yosys-stat-cells": 436,
        "syn-cell-area_mm2": 0.00296,
    },
    "worst_hold_path": {
        "hold_class": "input port to output port",
    },
    "clocking": {
        "cts_hold_buf": 0,
    },
}
-- worst max-delay path, delay by kind of cell --
family | cells | cell delay, ns
adder cells (fa/ha/maj) | 5 | 1.33
AND/OR/NAND/NOR | 15 | 2.19
AND-OR/OR-AND | 14 | 3.23
multiplexers | 1 | 0.28
XOR/XNOR | 2 | 0.39
buffers and inverters | 12 | 1.52
-- layout make-up --
class | count | share of cell area [%]
repair buffers | 289 | 38.9
well taps | 96 | 2.07
multi-input cells | 393 | 57.2
inverters | 25 | 1.79
-- report_power, final --
group          switching, µW  leakage [µW]  internal [µW]  total (µW)
logic                    496       0.00262            549        1040
clock network              0             0              0           0
registers                  0             0              0           0
-- cells in the final DEF (no fill, tap or decap), types with 7 or more instances in the layout --
| cell type | n |
|---|---|
| buf_4 | 226 |
| nor2_1 | 52 |
| a21oi_1 | 30 |
| nand2_1 | 25 |
| inv_1 | 17 |
| dlygate4sd2_1 | 17 |
| o21ai_0 | 16 |
| buf_2 | 16 |
| nor3_1 | 14 |
| nand3_1 | 13 |
| o211ai_1 | 12 |
| clkdlybuf4s50_1 | 10 |
| xnor2_1 | 9 |
| ha_1 | 9 |
| buf_6 | 9 |
| a31oi_1 | 8 |
| nor4_4 | 7 |
| a21oi_2 | 7 |
| dlymetal6s2s_1 | 7 |
-- cell usage after synthesis (6+ instances only) --
| master | number | area [µm²] |
|---|---|---|
| clkbuf_1 | 11 | 41.3 |
| nand2_1 | 29 | 109 |
| xnor2_1 | 11 | 96.3 |
| o211ai_1 | 12 | 90.1 |
| o21ai_0 | 22 | 110 |
| nand3_1 | 15 | 75.1 |
| a21oi_1 | 34 | 170 |
| a31oi_1 | 9 | 56.3 |
| xor2_1 | 6 | 52.6 |
| a211o_1 | 6 | 52.6 |
| inv_1 | 23 | 86.3 |
| ha_1 | 16 | 200 |
| nor3_1 | 23 | 115 |
| nor2_1 | 55 | 206 |
| nor4_1 | 14 | 87.6 |
-- path summary, 6_finish.rpt --
| path | start | end | cells past startpoint |
|---|---|---|---|
| worst min-delay path | inlog[23] | outlog[7] | 12 |
| worst max-delay path | inlog[13] | outlog[6] | 49 |
-- stage by stage --
stage	util (%)	instances	setup WS (ns)	hold slack [ns]
after global placement	76.3	759	-1.81	6.81
after floorplan	-	436	-0.712	5.54
after CTS	80.1	787	-1.31	6.10
after detailed placement	76.3	759	-1.91	6.79
after global routing	84.0	803	-1.97	6.29
final	84.0	803	-1.55	6.19
-- timing repair --
| item | CTS | global route |
|---|---|---|
| buffers inserted | 28 | 16 |
| pin swaps | 48 | 54 |
| setup endpoints to repair | 8 | 8 |
| gates resized | 127 | 39 |
-- cells by family after synthesis --
logic type | Yosys count | synth area share, %
AND/OR/NAND/NOR | 183 | 32.0
XOR/XNOR | 18 | 5.58
AND-OR/OR-AND | 164 | 44.1
multiplexers | 6 | 2.24
adder cells (fa/ha/maj) | 22 | 10.2
buffers and inverters | 43 | 5.96
-- layer usage --
| metal | wire, µm | vias up | global-route usage (%) | share of wire, % |
|---|---|---|---|---|
| met5 | 0 | - | 0 | 0 |
| met4 | 350 | 0 | 0.882 | 2.5 |
| met3 | 1120 | 19 | 2.36 | 8.0 |
| met2 | 6180 | 206 | 33.7 | 44 |
| met1 | 6290 | 2170 | 30.7 | 45 |
| li1 | - | 2235 | - | - |
Power is estimated from default activity; no workload was simulated.
