File: /design/flow/design.v
`timescale 1ns / 1ps
module lfsr    (
data            ,   
clk             ,   
reset               
);
input  clk, reset;
output reg [31:0] data;
wire  linear_feedback;
assign linear_feedback = !(data[31] ^ data[21] ^ data[1] ^ data[0]);
always @(posedge clk)
if (reset) begin  
  data <= 32'd11111001 ;
end else  begin
  data <= {data[30],data[29],data[28],data[27],data[26],data[25],data[24],data[23],
          data[22],data[21],data[20],data[19],data[18],data[17],data[16],data[15],data[14],
          data[13],data[12],data[11],data[10],data[9] ,data[8],data[7],data[6],data[5],
			 data[4],data[3],data[2],data[1],data[0],linear_feedback};
end 
endmodule   
File: /design/flow/run.sh
#!/bin/bash
# OpenROAD 26Q1-2900-gdf79404cd8, Yosys 0.63+post, stock flow scripts
make -C /OpenROAD-flow-scripts/flow DESIGN_CONFIG=/design/flow/config.mk WORK_HOME=/design/flow/orfs finish
File: /design/flow/config.mk
export PLATFORM = sky130hd
export DESIGN_NAME = lfsr
export DESIGN_NICKNAME = lfsr
export VERILOG_FILES = /design/flow/design.v
export SDC_FILE = /design/flow/constraint.sdc
export NUM_CORES = 4
export LEC_CHECK = 1
export CORE_AREA = 10 10 83 83
export DIE_AREA = 0 0 93 93
File: /design/flow/constraint.sdc
current_design lfsr

set clk_period 1.8
set clk_io_pct 0.2

create_clock -name clk0 -period $clk_period [get_ports {clk}]

set non_clock_inputs [all_inputs -no_clocks]
set_input_delay [expr $clk_period * $clk_io_pct] -clock clk0 $non_clock_inputs
set_output_delay [expr $clk_period * $clk_io_pct] -clock clk0 [all_outputs]
==> run notes <==
Here are the numbers from the latest Yosys + OpenROAD run.

The static leakage is between 0.5 and 0.6 nW. Endpoints with negative setup slack in the final report add up to 0. By count the netlist is led by sky130_fd_sc_hd__dfxtp_1, sky130_fd_sc_hd__nor2b_1, sky130_fd_sc_hd__or2_1. The H-tree was split into 2 levels. STA puts the critical path data required time at ~1.4 ns. The placeable core region is about 5000 um2. The finished cells cover around 1400 um2. The worst setup path is launched from a register. The half-perimeter wire length of the detailed placement result came out at between 1 and 1.5 mm.

The area share of the leading cell type in the synthesized netlist came out at slightly above 70%. The number of sinks handled by clock tree synthesis came out at 32. The report lists the power per cell area as ~1000 nW/um2. The initial antenna violation count came out at 0. The horizontal die size came out at a little over 90 um. For this design, the slowest cell found on the critical path is sky130_fd_sc_hd__clkdlybuf4s50_1.

The total cells reported by yosys after synthesis is approximately 70. The number of buffers and inverters on the critical path is 1. For this run, the top clock speed supported by timing is 654.8 MHz.

The maximum buffer depth of the clock tree came out at 2. The biggest fanout along the worst timing path is 3. The overall chip area came out at approximately 8600 um2.

The register with the most flip-flops in the layout has 32 of them. The post-synthesis average cell area is 12.64 um2. The type of the worst min-delay path is reg2reg. In this run, synthesis produced a sequential element count of 32. The post-synth tally of flip-flops with integrated enable came out at 0.

In the final report, the number of pins over their slew limit comes to 0. The maximum VDD drop is between 300 and 400 uV. For reference, the placement row count at floorplan is 26. The total negative setup slack came out at 0 ns. The number of antenna cells inserted came out at 0. The total vias in the final route is ~570. The initial DRC count came out at 5. The number of warnings in the stage logs came out at 25.

The register area share after synthesis is 72.42%. Setup repair after global routing left no endpoint under its margin. Per the synthesis report, the dominant area consumer among library cells is sky130_fd_sc_hd__dfxtp_1. The reported max-cap violation count is 0. The post-detailed-route DRC marker count is 0.

The post-synth area from yosys stat is 884.6 um2. CTS placed an instance of sky130_fd_sc_hd__clkbuf_8 at the clock tree root. The kind of critical path is reg2out. The via density per instance came out at 3.190. The clock-pin slew of the registers on the worst-case setup and hold paths came out at around 0.06 ns. The most frequent cell after synthesis is sky130_fd_sc_hd__dfxtp_1. The count of pins on the block boundary is 34. The longest individual stage delay on the worst path is roughly 0.5 ns. The post-route non-filler standard cell count is roughly 180. The number of clock buffers added by TritonCTS is 5. The flow ran to the end, and the final reports show no timing, DRC or antenna violations.

For this run, the number of Yosys warnings is 1. The insertion delay to the later sink of the worst-skew pair is 0.27 ns. The wire length reported by the detailed router came out at about 1.9 mm.

Yosys attributes the largest share of cell area to sky130_fd_sc_hd__dfxtp_1, sky130_fd_sc_hd__nor2b_1, sky130_fd_sc_hd__or2_1. The overall global routing resource usage is about 4.4%. The worst hold-check slack is about 0.43 ns. The proportion of register bits with asynchronous set or reset after synthesis is 0%.

Post-synth the commonest register cell is sky130_fd_sc_hd__dfxtp_1. Traced cell by cell, the critical path runs through clkdlybuf4s50_1. The max-slew check reports its worst relative slack as 88.01%. The unique cell type count in the Yosys netlist is 8. In this run the layout overhead on the synthesized area is reported as 56.01%.

Counting tap cells, the placed design contains a total of between 150 and 200 instances. The pin count of the biggest net entering global routing came out at 19. The first-pass iteration count of the detailed router is 3. The number of hold-slack violations in the final timing report is 0.

The placement summary gives the final routability congestion estimate as 0.7024. STA classifies the critical path endpoint as an output pin. The area of the mapped netlist is around 880 um2. The first global-routing pass estimated 2.960 mm of wire. The slew at the pin closest to its max-slew limit came out at 0.1799 ns. Once the floorplan was initialized, standard cells occupied between 10% and 20% of the core. The gate count of the mapped netlist is ~70. Total power for the finished layout comes to approximately 0.0014 W.

The arrival time of data at the worst endpoint is listed as ~1.2 ns. The total of buffers placed on input and output ports came out at 33. The final antenna-violating net count came out at 0.

The remaining global-route overflow came out at 0. The tally of filler cells in the layout came out at ~550. The clock period minus final worst setup slack is 1.527 ns. The clock skew came out at 0.004357 ns. The height of the die came out at 93 um.

The number of global-route vias before repair came to 550. The total of cells resized after clock tree synthesis came out at 0. TritonCTS built the clock tree. The post-CTS setup buffer count is 0. The average wire per cell in the routed design is between 10 and 15 um.

The largest register by flop count is data. The largest registers in the layout are data x32. The kind of cell with the highest combined delay along the critical path is buffers and inverters. The hold buffer count at cts is 0. The post-route clock period utilization came out at a little over four fifths. The fraction of final layout cells with drive strength greater than 1 came out at ~8.3%. The instance area at placement is about 1300 um2.
[layout by cell type, fill, tap and decap left out]
cell type / netlist / layout
sky130_fd_sc_hd__buf_4: 0 / 2
sky130_fd_sc_hd__clkbuf_1: 0 / 1
sky130_fd_sc_hd__clkbuf_8: 0 / 5
sky130_fd_sc_hd__clkdlybuf4s50_1: 0 / 33
sky130_fd_sc_hd__clkinv_2: 0 / 1
sky130_fd_sc_hd__dfxtp_1: 32 / 32
sky130_fd_sc_hd__nand2b_1: 1 / 1
sky130_fd_sc_hd__nor2b_1: 20 / 20
sky130_fd_sc_hd__nor2b_2: 1 / 1
sky130_fd_sc_hd__or2_1: 10 / 10
sky130_fd_sc_hd__xnor2_1: 2 / 2
sky130_fd_sc_hd__xor2_1: 1 / 1
[kinds of logic (layout without fill, tap and decap cells)]
kind of cell	count (synthesis)	after routing	synth area share [%]
buf+inv	3	42	1.697
xor+xnor	3	3	2.971
flops	32	32	72.42
simple gates	32	32	22.91
[path summary, 6_finish.rpt]
check	from	end	slack (ns)	cells past startpoint
worst max-delay path	data[21]$_SDFF_PP1_	data[21]	0.27	1
worst min-delay path	data[20]$_SDFF_PP0_	data[21]$_SDFF_PP1_	0.43	1
worst max register to register	data[21]$_SDFF_PP1_	data[0]$_SDFF_PP1_	0.94	3
worst min register to register	data[20]$_SDFF_PP0_	data[21]$_SDFF_PP1_	0.43	1
[layer usage]
metal	vias to the layer above	share of wire (%)	wire [um]	track usage, %
met4	0	2.1	40	0.7712
met1	255	39	750	5.078
met3	6	19	362	4.443
met2	24	40	758	5.724
met5	-	0	0	0
li1	286	-	-	-
[final cells by class]
type	instances	area (um2)	share of cell area (%)
Timing Repair Buffer	35	345.3	25.02
Sequential cell	32	640.6	46.42
Multi-Input combinational cell	35	229.0	16.59
Tap cell	70	87.58	6.346
Clock buffer	6	72.57	5.258
Clock inverter	1	5.005	0.3626
[power breakdown]
group | total [W] | internal [W] | switching (W)
sequential | 0.000786 | 0.000759 | 0.0000268
combinational | 0.000154 | 0.000118 | 0.0000364
clock | 0.000497 | 0.000262 | 0.000235
total | 0.00144 | 0.00114 | 0.000298
[worst reg2reg max path, delay by kind of cell (launching register included)]
| family | cells | cell delay [ns] |
|---|---|---|
| XOR/XNOR | 2 | 0.29 |
| flip-flops | 1 | 0.39 |
| AND/OR/NAND/NOR | 1 | 0.07 |
[metrics by stage]
| stage | util [%] | setup WS (ns) |
|---|---|---|
| after floorplan | - | 0.9632 |
| after global placement | 25.34 | 0.4488 |
| after detailed placement | 25.34 | 0.4390 |
| after CTS | 26.85 | 0.2417 |
| after global routing | 26.85 | 0.2225 |
| final | 26.85 | 0.2728 |
Power and IR drop assume default switching activity.
